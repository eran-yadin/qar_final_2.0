--- design.v ---
module alu_32bit (
    input [15:0] A,           
    input [15:0] B,           
    input [1:0]  op_select,   
    output reg [31:0] result  
);
    always @(*) begin
        case (op_select)
            2'b00: result = {16'd0, (A + B)};           
            2'b01: begin                                
                if (A >= B)
                    result = {16'd0, (A - B)};
                else
                    result = 32'd0;  
            end
            2'b10: result = A * B;                      
            2'b11: begin                                
                if (B != 0)
                    result = {16'd0, (A / B)};
                else
                    result = 32'hFFFFFFFF;  
            end
            default: result = 32'd0;
        endcase
    end
endmodule
--- run.sh ---
#!/bin/bash
# OpenROAD 26Q1-2900-gdf79404cd8, Yosys 0.63+post, stock flow scripts
make -C /OpenROAD-flow-scripts/flow DESIGN_CONFIG=/design/flow/config.mk WORK_HOME=/design/flow/orfs finish
--- config.mk ---
export PLATFORM = sky130hd
export DESIGN_NAME = alu_32bit
export DESIGN_NICKNAME = alu_32bit
export VERILOG_FILES = /design/flow/design.v
export SDC_FILE = /design/flow/constraint.sdc
export NUM_CORES = 4
export LEC_CHECK = 1
export CORE_UTILIZATION = 40
--- constraint.sdc ---
current_design alu_32bit

set clk_period 70.6
set clk_io_pct 0.2

create_clock -name clk0 -period $clk_period

set non_clock_inputs [all_inputs -no_clocks]
set_input_delay [expr $clk_period * $clk_io_pct] -clock clk0 $non_clock_inputs
set_output_delay [expr $clk_period * $clk_io_pct] -clock clk0 [all_outputs]
==> results_dict.tcl <==
# metrics dict for downstream scripts
set metrics [dict create \
    synth.top_cell.area_share_pct 22.82 \
    ys_chip_area_mm2 0.01720 \
    start_kind "primary input" \
    dp.cells 2843 \
    path_max_fanout 21 \
    flops 0 \
    grt_overflow_total 0 \
    power.internal_mw 0.2739 \
    grt_pass1_vias 15390 \
    die_x_um 209.3 \
    outcome "completed" \
    end_kind "output pin" \
    ys_sh_mux_pct 2.445 \
    vias 16410 \
    grt_max_degree 30 \
    fill_cells 4126 \
    post_cts_buffers 0 \
    holdWs_ps 29530 \
    io_pins 66 \
    ys_cells 2278 \
    place.gp.congestion 0.9748 \
    ys_sh_adder_pct 42.83 \
    slew_headroom_pct 32.93 \
    hold_viol 0 \
    crit_type "primary input to output pin" \
    power_leakage_nw 8.961 \
    grt_pass1_wl_um 86660 \
    placement.io_buffers 66 \
    place_ws_ps 12480 \
    p_switching_mw 0.3563 \
    tightest_slew_ps 980.8 \
    fin_ws_ps 11860 \
    setup-tns-final_ps 0 \
    drive_gt1_share_pct 4.861 \
    ys_warn_count 1 \
    synth.distinct_cells 77 \
    p_sw_share_pct 56.54 \
    drc 0 \
    arrival_ps 44620 \
    ant_nets 0 \
    post-route-min-period_ps 58740 \
    dieHeight_um 209.3 \
    synth_seq_share_pct 0 \
    setup_viol 0 \
    crit_path_frequent_cell "ha_1" \
    power.share.sequential_pct 0 \
    first_iter_violations 1137 \
    hold_path.class "primary input to output pin" \
    crit_path_top_delay_cell "a2111oi_0" \
    mostFrequentLayoutCells "inv_1, ha_1, nand2_1" \
    power.density_mw_per_mm2 33.94 \
    initCoreUtil_pct 40.81 \
    rows 75 \
    rsz0062_at_grt "false" \
    max_freq_ghz 0.01702 \
    antenna_found_initial 0 \
    critPathMaxStageDelay_ps 870 \
    design_area_mm2 0.01857 \
    synth-xor-area-share_pct 4.431 \
    ir_drop_uv 53.21 \
    dpl_cell_area_mm2 0.01857 \
    synth_area_mm2 0.01720 \
    logic_family "adder cells" \
    p_clk_share_pct 0 \
    place_hpwl_um 44040 \
    core_area_mm2 0.04213 \
    synthSimpleGateAreaFrac_pct 19.41 \
    cts_hold_buf 0 \
    vias_per_cell 5.771 \
    warning_count 52 \
    drt-total-wl_um 55650 \
    top_cells_by_area "fa_1, ha_1, inv_1" \
    utilization_pct 44.07 \
    period_used_pct 83.20 \
    cts.repair.resized 0 \
    fin_cells 2843 \
    syn_avg_cell_area_um2 7.548 \
    routedWlPerCell_um 19.58 \
    top_area_cell "fa_1" \
    maxSlewViolCount 0 \
    synthAoiAreaFrac_pct 21.98 \
    dieArea_mm2 0.04382 \
    area_delta_synth_final_pct 7.982 \
    firstDrtPassIters 6 \
    nClkBuffers 0 \
    antennaDiodeCount 0 \
    max_cap_viol_count 0 \
    regArea_um2 0 \
    syn-instance-count 2278 \
    crit_required_ps 56480 \
    mostFrequentLayoutCell "inv_1" \
    p_total_mw 0.6302 \
    pwr-share-comb_pct 100.0 \
    grt_use_total_pct 26.40 \
]
[area by class of cell]
cell class	count	area [um^2]	share of cell area, %
multi-input combinational	1878	15670	84.40
timing repair buffer	122	1081	5.822
inverter	304	1141	6.146
tap	539	674.4	3.632
[worst max-delay path: cells and delay by family]
family          cells  cell delay (ps)
fa+ha+maj          15             4450
buf+inv             5             1820
simple gates       29             7450
mux                 3              950
compound gates     62            15750
[power by group through the flow]
stage	clock network (mW)	registers, mW	logic, mW
final	0	0	0.630
after global routing	0	0	0.713
after CTS	0	0	0.632
[cells in the mapped netlist (20+ instances only)]
library cell / number
fa_1: 196
a31oi_1: 30
nand2_1: 269
clkbuf_1: 80
xnor2_1: 49
o21ai_0: 114
nor2_1: 167
ha_1: 275
nand3_1: 35
o21a_1: 48
a21o_1: 40
a21oi_1: 113
mux2_2: 24
or3_1: 24
a211oi_1: 21
nand2b_1: 20
and2_1: 57
inv_1: 302
o211ai_1: 30
xor2_1: 38
nor3_1: 61
[logic make-up (layout without fill, tap and decap cells)]
family / count (synthesis) / count (layout)
buffers and inverters: 400 / 426
AND-OR/OR-AND: 560 / 560
multiplexers: 39 / 39
XOR/XNOR: 87 / 87
adder cells (fa/ha/maj): 471 / 471
AND/OR/NAND/NOR: 721 / 721
[routing by layer]
metal	share of wire, %	GRT usage [%]	vias to the layer above
li1	-	-	7930
met1	46	40.76	7788
met2	43	39.14	617
met3	9.1	5.777	72
met4	2.1	4.234	0
met5	0	0	-
[worst paths after layout]
kind	start	endpoint	cells after the start
max	B[10]	result[0]	114
min	op_select[1]	result[14]	5
No activity file was given, so power comes from the tool's default toggle rates.
